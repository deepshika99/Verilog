$ cat ./run.sh
#!/bin/bash
# OpenROAD 26Q1-2900-gdf79404cd8, Yosys 0.63+post, stock flow scripts
make -C /OpenROAD-flow-scripts/flow DESIGN_CONFIG=/design/flow/config.mk WORK_HOME=/design/flow/orfs finish
$ cat ./config.mk
export PLATFORM = sky130hd
export DESIGN_NAME = counter
export DESIGN_NICKNAME = counter
export VERILOG_FILES = /design/flow/design.v
export SDC_FILE = /design/flow/constraint.sdc
export NUM_CORES = 4
export LEC_CHECK = 1
export CORE_AREA = 10 10 70 70
export DIE_AREA = 0 0 80 80
$ cat ./constraint.sdc
current_design counter

set clk_period 1.9
set clk_io_pct 0.2

create_clock -name clk0 -period $clk_period [get_ports {clock}]

set non_clock_inputs [all_inputs -no_clocks]
set_input_delay [expr $clk_period * $clk_io_pct] -clock clk0 $non_clock_inputs
set_output_delay [expr $clk_period * $clk_io_pct] -clock clk0 [all_outputs]
$ cat ./design.v
module counter( clock, reset, load, up, load_data, count);
input clock, reset, load, up;
input [3:0] load_data;
output [3:0] count;
reg [3:0] count;
always @ (posedge clock)
case({reset, load, up})
3'b100: count = 4'b0;
3'b010: count = load_data;
3'b001: count = count+1;
3'b000: count = count -1;
default: count =4'bx;
endcase 
endmodule 
==> flow_summary.ini <==
; implementation run metrics
[finish]
synthToLayoutAreaGrowth_pct = 92.0
largest_register_ffs = 4
stdcell_area_um2 = 480
drive_above_1_share_pct = 22.9
final_util_pct = 14.1
fin_cells = 94
n_fill_cell = 398

[flow_run]
cap_violations = 0
warnings = 25

[drt]
wl_met3_um = 83
post_drt_wl_per_cell_um = 8.30
dr.pass1.iters = 4
top_layer = met3
vias = 282
met2_length_um = 276
viasPerCell = 3.00
wl_met1_um = 420
diodes = 0
routed_wl_um = 780
drtIter0Drc = 10
drc_errors = 0
drtAntennaViolNets = 0

[timing]
final-hold-violation-count = 0
finalCriticalPeriod_ps = 1770
fmax_mhz = 565
drv_slew = 0
clock_skew_ps = 5.84
hold_slack_ps = 506
setup_viol = 0
slew_headroom_pct = 83.9
worst-slew-pin-transition_ps = 239
min_period_over_period_pct = 93.2
timing.setup.tns_ps = 0
layout_setup_ws_ps = 130

[floorplanning]
ios = 12
row_count = 21
fp_util_pct = 7.33
chipWidth_um = 80
die-height_um = 80
coreArea_mm2 = 0.00342
dieArea_mm2 = 0.00640

[worst_setup_path]
crit_arrival_ps = 1940
cp-end-kind = flip-flop
rrSetupSlack_ps = 550
worst_setup_path_start_kind = input pin
critPathMaxFanout = 2
worstSetupPathType = in2reg
critPathRequiredTime_ps = 2070

[placement]
dp_hpwl_um = 632
place.gp.congestion = 0.741
dpl_worst_slack_ps = -204
portBuffers = 11
placed_cells = 91
placed_area_um2 = 448

[clock_tree]
clock_latency_ps = 240
htree_levels = 1
clk_pin_slew_worst_paths_ps = 40
cts_root_buf = clkbuf_4
hold_buffers = 0
clockBufferDepth = 2
cts_tree = yes
cts.sinks = 4
cts_buffers = 3

[global_routing]
grt_pass1_vias = 305
antenna_found_initial = 0
overflow = 0
grt_max_degree = 8
grt_use_total_pct = 2.64
grt_pass1_wl_um = 1360

[power]
vdd_ir_drop_max_mv = 0.336
cellLeakagePower_nw = 0.187
fin_total_pwr_uw = 277
powerDensity_mw_per_mm2 = 576

[synthesis]
synth_area_um2 = 250
ys_seq_share_pct = 32.0
yosysTopAreaCell = dfxtp_1
ys_types = 19
synth_flop_count = 4
yosys_cells = 30
synth_warnings = 1
topCellsByArea = dfxtp_1, nand3b_1, a21oi_1
syn_area_per_cell_um2 = 8.34
yosys_area_um2 = 250
synthCells = 30
yosysTopAreaCellShare_pct = 32.0

[worst_hold_path]
hold_class = in2reg

[outcome]
status = completed
-- placed cells by master, fill, tap and decap left out, drive strengths merged, types with 2 or more instances in the layout --
cell type,n
dfxtp,4
nand3b,3
nor3,2
a21oi,3
nor2,4
clkdlybuf4s50,10
nand2,2
clkbuf,3
buf,4
-- path summary, 6_finish.rpt --
path	start	endpoint	cells after the start
setup reg to reg	count[1]$_DFF_P_	count[2]$_DFF_P_	5
setup / recovery	up	count[2]$_DFF_P_	7
hold reg to reg	count[2]$_DFF_P_	count[2]$_DFF_P_	2
hold / removal	reset	count[2]$_DFF_P_	3
-- cells in the mapped netlist (all sizes together) --
cell type  instances
dfxtp              4
nor2               4
a21oi              3
nand3b             3
nand2              2
nor3               2
a211o              1
a31oi              1
and2b              1
and3               1
ha                 1
nor2b              1
nor4b              1
o211ai             1
or2                1
or3                1
xnor2              1
xor2               1
-- critical path, cell delays in order --
cell	delay, ps
clkdlybuf4s50_1	450
nor3_2	220
xor2_1	170
ha_2	200
a21oi_1	70
or3_1	300
a31oi_1	150
-- logic make-up after synthesis --
group                      after synthesis  synth area share, %
xor gates and xnor gates                 2                 7.00
DFF                                      4                 32.0
AOI/OAI and AO/OA                        6                 15.0
adders and majority gates                1                 5.00
and+or+nand+nor                         17                 41.0
-- metal layers --
metal	track usage (%)	vias to the layer above
met3	2.05	0
met5	0	-
li1	-	147
met2	3.37	11
met4	0.176	0
met1	3.52	124
-- timing repair --
| item | in CTS | in global routing |
|---|---|---|
| gates resized | 0 | 3 |
| buffers inserted | 0 | 0 |
| setup endpoints to repair | 0 | 1 |
-- layout make-up --
type	count	area, um2	area share [%]
clock buffer	3	22.5	4.69
multi-input combinational	26	178	37.0
sequential	4	80.1	16.7
tap	46	57.6	12.0
timing repair buffer	15	143	29.7
-- where the power goes --
group	total (mW)	switching [mW]	internal, mW	leakage, nW
registers	0.0989	0.00749	0.0914	0.0331
clock network	0.108	0.0375	0.0708	0.0138
logic	0.0697	0.0237	0.0459	0.140
Power is estimated from default activity; no workload was simulated.

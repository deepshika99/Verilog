===== config.mk =====
export PLATFORM = sky130hd
export DESIGN_NAME = four_FA
export DESIGN_NICKNAME = four_FA
export VERILOG_FILES = /design/flow/design.v
export SDC_FILE = /design/flow/constraint.sdc
export NUM_CORES = 4
export LEC_CHECK = 1
export CORE_AREA = 10 10 70 70
export DIE_AREA = 0 0 80 80

===== constraint.sdc =====
current_design four_FA

set clk_period 2.8
set clk_io_pct 0.2

create_clock -name clk0 -period $clk_period

set non_clock_inputs [all_inputs -no_clocks]
set_input_delay [expr $clk_period * $clk_io_pct] -clock clk0 $non_clock_inputs
set_output_delay [expr $clk_period * $clk_io_pct] -clock clk0 [all_outputs]

===== design.v =====
module four_FA(in1,in2,cin, sum,cout);
input [3:0]in1;
input [3:0]in2;
input cin;
output [3:0]sum, cout;
wire c0,c1,c2;
fulladd_beh FA0(in1[0],in2[0],cin,sum[0],c0);
fulladd_beh FA1(in1[1],in2[1],c0,sum[1],c1);
fulladd_beh FA2(in1[2],in2[2],c1,sum[2],c2);
fulladd_beh FA3(in1[3],in2[3],c2,sum[3],cout);
endmodule
module fulladd_beh(in1,in2,cin,sum,cout);
input in1,in2,cin;
output sum,cout;
reg sum, cout;
always@(in1 or in2 or cin)begin
sum=in1^in2^cin;
cout= (in1&in2)|(in1&cin)|(in2&cin);
end 
endmodule

===== run.sh =====
#!/bin/bash
# OpenROAD 26Q1-2900-gdf79404cd8, Yosys 0.63+post, stock flow scripts
make -C /OpenROAD-flow-scripts/flow DESIGN_CONFIG=/design/flow/config.mk WORK_HOME=/design/flow/orfs finish

==> run summary <==
impl run done, here's what came out: synthesis-to-finish area growth=84.83%, final instance area=335.3 um^2, FP Core Util=5.311%, HPWL Detailed=438 um, setup TNS=0 ns, CLK BUF=0, RSZ-0062 raised after global routing=yes, ANT cells=0, vias in the first global route=152, setup bufs post-CTS=0, area occupied by registers=0 um^2, Max Slew Vio Count=0, Setup-failing EPs final=0, critical path peak fanout=1, grt ovf=0, DIE WIDTH=80 um, Placed Area=326.6 um^2, Total Wirelength=444 um, initial antenna violation count=0, I/O pin cnt=17, WP data arrival=2.22 ns, Die H=80 um, Final min period=2.778 ns, first-pass GRT wire length=648 um, maximum vdd drop=0.00004063 V, HP Class=primary input to primary output, Post-Syn Area per Cell=7.888 um^2, Vias=135, top logic cells by instance count in the layout=clkdlybuf4s50_1 (6), inv_1 (5), fa_2 (4), dlygate4sd2_1 (4), GRT Util Overall=1.275%, Inst Count DP=77, P_leak=0.1505 nW, Pint=0.03194 mW, WP buf/inv=6, largest net degree at the start of global routing=2, Seq share, synth=0%, status=finished, final reports clean, Port Buf Inserts=14, Net Switching=0.01544 mW, Min-Delay Endpoint=sum[0], 1st-iter DRT viols=0, share of cells above drive strength 1=41.94%, Flops=0, Row Count=21, DR vias/cell=1.753, Core ar.=0.003416 mm^2, Fin. Hold Viols=0, crit path launch=cin, cycle use final=99.22%, Antenna Nets Post-Route=0, Synth Cell Area=181.4 um^2, RePlAce Congestion=0.8215, WHS Path Cells=5, worst hold slack=1.862 ns, cells in synth_stat.txt=23, Setup WS pre-CTS=-0.7830 ns, Cell Count, Final, Fillers Out=77, Worst Path Required=2.24 ns, most frequent CP cell=fa_2, Fmax=359.9 MHz, OpenROAD warnings=34, first-pass iteration count of the detailed router=1, Tot Pwr=0.04738 mW, Synth Warn #=2, drt drc=0, hold buffers post-CTS=0, Setup WS post-layout=0.02178 ns, Top delay family on crit path=adder cells, Synth Instances=23, clock share of power=0%, fraction of power consumed by sequential logic=0%, Final Util=9.817%, Setup CP Type=primary input to primary output, startpoint types=primary input, slowest cell on the critical path=fa_2, HP Start=in2[0], die area=0.006400 mm^2, ordered list of cells on the worst path=buf_6 > inv_4 > fa_2 > inv_2 > fa_2 > fa_2 > inv_2 > fa_2 > inv_1 > buf_2, Power Dens Cells=141.3 mW/mm^2, slowest stage delay, CP=0.42 ns, combinational power share=100.0%, switching share of power=32.59%, Top cell excl fill/tap=clkdlybuf4s50_1, maxcap violations=0, post-synth cell types=4, yosys synthesis chip area=181.4 um^2, drt wl/cell=5.766 um, crit path capture type=primary output
-- worst max-delay path by stage --
stage,to,slack (ns),cells past startpoint
after CTS,sum[3],-0.07,10
after global routing,sum[3],-0.05,10
final,sum[3],0.02,10
-- power by group through the flow --
stage / combinational (mW) / sequential [mW] / clock, mW
CTS: 0.0487 / 0 / 0
global route: 0.0554 / 0 / 0
finish: 0.0474 / 0 / 0
-- tightest hold or removal path: stages --
cell             delay (ns)
buf_6                  0.09
inv_2                  0.04
fa_2                   0.18
inv_1                  0.04
clkdlybuf4s50_1        0.39
-- per-layer routing --
layer  global-route usage [%]  vias to the layer above  wire length, um
li1                         -                       63                -
met1                    1.734                       57              214
met2                    1.766                       15              140
met3                   0.7955                        0               89
met4                        0                        0                0
met5                        0                        -                0
-- layout make-up --
cell class | instances | area (um^2)
Fill cell | 401 | 3080
Tap cell | 46 | 57.56
Inverter | 10 | 42.54
Multi-Input combinational cell | 7 | 101.3
Timing Repair Buffer | 14 | 133.9
-- cell usage after synthesis --
master / instances / area [um^2]
buf_4: 8 / 60.06
conb_1: 1 / 3.750
fa_1: 4 / 80.08
inv_1: 10 / 37.54
-- cells by family after synthesis --
family | share of synthesized area [%]
buf+inv | 53.80
fa+ha+maj | 44.14
other cells | 2.067
-- what timing repair did --
action,in CTS,in global routing
endpoints found under the setup margin,4,2
gates resized,28,2
pin swaps,4,4
No activity file was given, so power comes from the tool's default toggle rates.

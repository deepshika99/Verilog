File: design/flow/config.mk
export PLATFORM = sky130hd
export DESIGN_NAME = bin_gr
export DESIGN_NICKNAME = bin_gr
export VERILOG_FILES = /design/flow/design.v
export SDC_FILE = /design/flow/constraint.sdc
export NUM_CORES = 4
export LEC_CHECK = 1
export CORE_AREA = 10 10 70 70
export DIE_AREA = 0 0 80 80
File: design/flow/constraint.sdc
current_design bin_gr

set clk_period 1.1
set clk_io_pct 0.2

create_clock -name clk0 -period $clk_period

set non_clock_inputs [all_inputs -no_clocks]
set_input_delay [expr $clk_period * $clk_io_pct] -clock clk0 $non_clock_inputs
set_output_delay [expr $clk_period * $clk_io_pct] -clock clk0 [all_outputs]
File: design/flow/design.v
module bin_gr(in_bin,out_gray, deco_out);
input [3:0] in_bin;
 output [3:0] out_gray;
output [15:0] deco_out;
deco48 d1(in_bin, deco_out);
assign out_gray[3] = in_bin[3];
assign out_gray[2]= deco_out[4]|deco_out[5]|deco_out[6]|deco_out[7]|deco_out[8]|deco_out[9]|deco_out[10]|deco_out[11];
assign out_gray[1] = deco_out[2]|deco_out[3]|deco_out[4]|deco_out[5]|deco_out[10]|deco_out[11]|deco_out[12]|deco_out[13];
assign out_gray[0] = deco_out[1]|deco_out[2]|deco_out[5]|deco_out[6]|deco_out[10]|deco_out[11]|deco_out[14]|deco_out[13];
endmodule
module deco48(input [3:0] in, output reg [15:0] out);
always @(in)
begin 
case(in)
4'b0000: out =16'b0000000000000001;
4'b0001: out =16'b0000000000000010;
4'b0010: out =16'b0000000000000100;
4'b0011: out =16'b0000000000001000;
4'b0100: out =16'b0000000000010000;
4'b0101: out =16'b0000000000100000;
4'b0110: out =16'b0000000001000000;
4'b0111: out =16'b0000000010000000;
4'b1000: out =16'b0000000100000000;
4'd9:    out =16'b0000001000000000;
4'd10:   out =16'b0000010000000000;
4'd11:   out =16'b0000100000000000;
4'd12:   out =16'b0001000000000000;
4'd13:   out =16'b0010000000000000;
4'd14:   out =16'b0100000000000000;
4'd15:   out =16'b1000000000000000;
default: out =16'dx;
endcase end
endmodule 
File: design/flow/run.sh
#!/bin/bash
# OpenROAD 26Q1-2900-gdf79404cd8, Yosys 0.63+post, stock flow scripts
make -C /OpenROAD-flow-scripts/flow DESIGN_CONFIG=/design/flow/config.mk WORK_HOME=/design/flow/orfs finish
==> impl_metrics.csv <==
group,metric,value,unit
run_status,status,"finished with violations",
run_status,violations,"setup timing",
worst_setup_path,crit_path_start_kind,"input pin",
synth,synth_warnings,1,
worst_setup_path,path_max_fanout,5,
synth,netlist_instances,31,
synth,syn_avg_cell_area,6.09,sq um
synth,synthesis.area,189,sq um
worst_setup_path,cp_data_arrival_time,0.92,ns
timing,grt_setup_unrepaired,"yes",
timing,slew_viol_final,0,
synth,ys_cells,31,
die,die_x,80,um
synth,yosys_area,189,sq um
drt,dr_total_vias,341,
power_and_ir_drop,power_density,307,nW/um^2
layout,combGateArea,234,sq um
global_route,grt_overflow,0,
hold_path,hp-class,"in2out",
power_and_ir_drop,leakage,0.297,nW
global_route,grt_pass1_wl,1.81,mm
timing,setup_violations,1,
drt,via_per_inst,3.04,
placement,pre_cts_ws,-0.784,ns
drt,wirelength,1.14,mm
global_route,grt_pass1_vias,365,
drt,initialDrtViolationCount,4,
die,core-area,3420,sq um
timing,max_freq,875,MHz
placement,portBuffers,24,
worst_setup_path,crit_family,"buffers and inverters",
placement,place.gp.congestion,0.721,
drt,insertedDiodeCount,0,
drt,drc,0,
drt,drtPass1Iterations,2,
worst_setup_path,max_stage_delay,0.16,ns
layout,regArea,0,sq um
placement,placedCellCount,104,
synth,area_leaders,"nor2_1 18%, nor3_2 16%, buf_4 12%",
synth,synth_cell_type_count,13,
die,rows,21,
timing,fin_crit_sh,1.04,
drt,ant_nets,0,
die,io_pins,24,
job,cap_violations,0,
die,die_h,80,um
global_route,track_usage,0.0337,
layout,drive_gt1_frac,0.773,
layout,lay_top_count,"buf_2",
timing,min_period,1.14,ns
drt,wl_per_cell,10.2,um
worst_setup_path,crit_top_cell,"buf_6",
synth,ys_seq_frac,0,
worst_setup_path,path_cells,"buf_6 > buf_6 > nand2b_4 > buf_6 > nor3_2 > buf_2",
power_and_ir_drop,power,189,uW
timing,tightest_slew,0.220,ns
job,tool_warnings,34,
layout,clkbuf_count,0,
layout,flops,0,
global_route,grt_start_max_net_pins,9,
worst_setup_path,endpoint_kind,"output port",
global_route,antenna_found_initial,0,
timing,worst_slack,-0.0435,ns
layout,areaGrowthSynthToFinish,226,%
placement,hpwl,864,um
layout,mostFrequentLayoutCells,"12 x buf_2, 9 x buf_4, 8 x buf_6",
timing,relSlewSlack,0.853,
power_and_ir_drop,ir_drop,0.0371,mV
synth,top_cell_area_share,0.179,
die,die-area,6400,sq um
layout,stdcell_count,112,
worst_setup_path,path_class,"in2out",
timing,hold_viol_final,0,
layout,fillers,381,
die,core_util_floorplan,0.0553,
worst_setup_path,crit_path_top_delay_cell,"nand2b_4",
synth,yosys.area.top_type,"nor2_1",
worst_setup_path,required,0.88,ns
worst_setup_path,critical_path_buf_inv_count,4,
-- worst paths after layout --
path,from,endpoint,slack [ns],cells past startpoint
worst min-delay path,in_bin[3],deco_out[0],0.68,3
worst max-delay path,in_bin[2],deco_out[1],-0.04,6
-- where the power goes --
part	total, mW	switching (mW)	internal (mW)
Clock	0	0	0
Sequential	0	0	0
Combinational	0.189	0.0795	0.110
-- kinds of logic (layout without fill, tap and decap cells) --
family,Yosys count,count (layout),share of synthesized area
AND-OR/OR-AND,1,1,0.0464
XOR/XNOR,3,3,0.139
buffers and inverters,5,40,0.166
AND/OR/NAND/NOR,22,22,0.649
-- final cells by class --
class                      instances  area share
multi-input combinational         26       0.379
inverter                           1      0.0101
timing repair buffer              39       0.517
tap                               46      0.0933
-- per-layer routing --
metal,vias to the layer above,track usage,part of all wire
met5,-,0,0
met4,0,0,0
met3,0,0.0136,0.13
met2,16,0.0578,0.46
met1,154,0.0409,0.41
li1,171,-,-
-- cell usage after synthesis --
cell type  n
buf_2      1
buf_4      3
inv_2      1
o21ai_2    1
nor3_1     3
nand2b_4   1
nor3_2     3
nand2_1    3
xnor2_1    1
nor2_1     9
xor2_1     2
nand2b_1   2
nor4_1     1
-- per-stage QoR --
step	area, sq um	setup TNS [ns]	hold WS (ns)	util
after global routing	617	-0.111	0.705	0.181
after global placement	512	-14.82	1.51	0.150
after floorplan	189	0	0.456	-
final	617	-0.0435	0.680	0.181
after detailed placement	512	-14.84	1.52	0.150
after CTS	603	-0.109	0.691	0.177
-- timing repair --
| action | 4_1_cts | 5_1_grt |
|---|---|---|
| pin swaps | 14 | 3 |
| setup endpoints to repair | 20 | 11 |
| resized | 92 | 12 |
| setup buffers | 11 | 0 |
| gates cloned | 1 | 0 |
| hold buffers | 0 | 0 |
Power is estimated from default activity; no workload was simulated.
